===== run.sh =====
#!/bin/bash
# OpenROAD 26Q1-2900-gdf79404cd8, Yosys 0.63+post, stock flow scripts
make -C /OpenROAD-flow-scripts/flow DESIGN_CONFIG=/design/flow/config.mk WORK_HOME=/design/flow/orfs finish

===== constraint.sdc =====
current_design UART

set clk_period 3.3
set clk_io_pct 0.2

create_clock -name clk0 -period $clk_period [get_ports {clk}]

set non_clock_inputs [all_inputs -no_clocks]
set_input_delay [expr $clk_period * $clk_io_pct] -clock clk0 $non_clock_inputs
set_output_delay [expr $clk_period * $clk_io_pct] -clock clk0 [all_outputs]

===== design.v =====
`timescale 1ns / 1ps
module MLUART_RX (
    input           CLK_100MHZ,
    input           reset,
    input           clk_en_16_x_baud,
    input           UART_RX,
    output          read_data_complete,
    output  [7:0]   data_out  
);
parameter   idle         = 4'd0,
            rstart       = 4'd1,
            rd0          = 4'd2,
            rd1          = 4'd3,
            rd2          = 4'd4,
            rd3          = 4'd5,
            rd4          = 4'd6,
            rd5          = 4'd7,
            rd6          = 4'd8,
            rd7          = 4'd9,
            rstop        = 4'd10,
            read_strobe  = 4'd11;
reg [3:0] state, nstate;
reg [3:0] scount4;
reg [7:0] data_out_reg;
reg [7:0] shift_reg;
assign data_out = data_out_reg;
always @(posedge CLK_100MHZ) begin
    if (reset) begin
        state <= idle;
    end else begin
        state <= nstate;
    end
end
always @(*) begin
    if (clk_en_16_x_baud == 1'b1) begin
        case (state)
            idle:         if (UART_RX == 1'b0) nstate = rstart;
            rstart:       if (scount4 == 4'hF) nstate = rd0;
            rd0:          if (scount4 == 4'hF) nstate = rd1;
            rd1:          if (scount4 == 4'hF) nstate = rd2;
            rd2:          if (scount4 == 4'hF) nstate = rd3;
            rd3:          if (scount4 == 4'hF) nstate = rd4;
            rd4:          if (scount4 == 4'hF) nstate = rd5;
            rd5:          if (scount4 == 4'hF) nstate = rd6;
            rd6:          if (scount4 == 4'hF) nstate = rd7;
            rd7:          if (scount4 == 4'hF) nstate = rstop;
            rstop:        nstate = read_strobe;
            read_strobe:  nstate = idle;
            default:      nstate = idle;
        endcase
    end
end
assign read_data_complete = (state == read_strobe);
always @(posedge CLK_100MHZ) begin
    if (reset) 
        data_out_reg <= 8'b00000000;
    else if (clk_en_16_x_baud == 1'b1) begin
        case (state)
            rstop:      data_out_reg <= shift_reg;
            default:    data_out_reg <= data_out_reg;
        endcase
    end
end
always @(posedge CLK_100MHZ) begin
    if (reset) 
        scount4 <= 4'd0;
    else if (clk_en_16_x_baud == 1'b1) begin
        case (state)
            rstart, rd0, rd1, rd2, rd3, rd4, rd5, rd6, rd7, rstop:
            scount4 <= scount4 + 4'd1;
            default:   scount4 <= 4'd0;
        endcase
    end
end
always @(posedge CLK_100MHZ) begin
    if (reset) 
        shift_reg <= 8'b00000000;
    else if (clk_en_16_x_baud == 1'b1) begin
        case (state)
            rd0, rd1, rd2, rd3, rd4, rd5, rd6, rd7: begin
                if (scount4 == 4'h8)
                    shift_reg <= {UART_RX, shift_reg[7:1]};
            end
            default: ;
        endcase
    end
end
endmodule
`timescale 1ns / 1ps
module MLUART_TX(
    input         CLK_100MHZ,          
    input         reset,
    input         clk_en_16_x_baud,    
    input  [7:0]  data_in,             
    input         send_data,           
    output        UART_TX,             
    output        send_data_complete   
    );
parameter [3:0] 
                idle        = 4'd0,   
                tstart      = 4'd1,   
                td0         = 4'd2,   
                td1         = 4'd3,   
                td2         = 4'd4,   
                td3         = 4'd5,   
                td4         = 4'd6,   
                td5         = 4'd7,   
                td6         = 4'd8,   
                td7         = 4'd9,   
                tstop       = 4'd10,  
                send_strobe = 4'd11;  
reg [3:0] state, next_state;
reg [3:0] scount4;  
reg UART_TX_r;
always @(posedge CLK_100MHZ) begin
    if (reset) 
        state <= idle;
    else
        state <= next_state;
end
always @(*) begin
    if (clk_en_16_x_baud == 1'b1) begin
        case (state)
            idle:       if (send_data == 1'b1) next_state = tstart;
            tstart:      if (scount4 == 4'hF) next_state = td0;
            td0:         if (scount4 == 4'hF) next_state = td1;
            td1:         if (scount4 == 4'hF) next_state = td2;
            td2:         if (scount4 == 4'hF) next_state = td3;
            td3:         if (scount4 == 4'hF) next_state = td4;
            td4:         if (scount4 == 4'hF) next_state = td5;
            td5:         if (scount4 == 4'hF) next_state = td6;
            td6:         if (scount4 == 4'hF) next_state = td7;
            td7:         if (scount4 == 4'hF) next_state = tstop;
            tstop:       next_state = send_strobe;
            send_strobe: next_state = idle;
            default:     next_state = idle;
        endcase
    end
end
assign send_data_complete = (state == send_strobe);
assign UART_TX = UART_TX_r;
always @(posedge CLK_100MHZ) begin
    if (reset)
        UART_TX_r <= 1'b1;
    else if (clk_en_16_x_baud == 1'b1) begin
        case (state)
            idle:       UART_TX_r <= 1'b1;  
            tstart:     UART_TX_r <= 1'b0;      
            td0:        UART_TX_r <= data_in[0];
            td1:        UART_TX_r <= data_in[1];
            td2:        UART_TX_r <= data_in[2];
            td3:        UART_TX_r <= data_in[3];
            td4:        UART_TX_r <= data_in[4];
            td5:        UART_TX_r <= data_in[5];
            td6:        UART_TX_r <= data_in[6];
            td7:        UART_TX_r <= data_in[7];
            tstop:      UART_TX_r <= 1'b1;      
            default:    UART_TX_r <= 1'b1;      
        endcase
    end
end
always @(posedge CLK_100MHZ) begin
    if (clk_en_16_x_baud == 1'b1) begin
        case (state)
            tstart, td0, td1, td2, td3, td4, td5, td6, td7, tstop: 
                scount4 <= scount4 + 4'd1;
            default: 
                scount4 <= 4'd0;
        endcase
    end
end
endmodule
`timescale 1ns / 1ps
module UART(
    input  clk,
    input  reset,
    input  data_in,
    output data_out
    );
    wire read_data_complete;
    wire [7:0] RX_out;
    wire sclk_en_16_x_baud;
    reg  [11:0] scount12       = 12'b0; 
    reg   send_data;
    wire  send_data_complete;
    reg  [7:0] TX_in;
    MLUART_RX RX_module(
    .CLK_100MHZ(clk),
    .reset(reset),
    .clk_en_16_x_baud(sclk_en_16_x_baud),
    .UART_RX(data_in),
    .read_data_complete(read_data_complete),
    .data_out(RX_out)
    );
    MLUART_TX TX_module(
    .CLK_100MHZ(clk),
    .reset(reset),
    .clk_en_16_x_baud(sclk_en_16_x_baud),
    .data_in(RX_out),
    .send_data(send_data),
    .UART_TX(data_out),
    .send_data_complete(send_data_complete)
    );
    always @(posedge clk) begin
        if (read_data_complete) begin
            TX_in <= RX_out;      
            send_data <= 1'b1;               
        end
        if (send_data_complete) begin
            send_data <= 1'b0;               
        end
    end
    always @(posedge clk) begin
        if (scount12 >= 12'd54) begin
            scount12 <= 12'b0;
        end else begin
            scount12 <= scount12 + 12'd1;
        end
    end
    assign sclk_en_16_x_baud = (scount12 == 12'd54) ? 1'b1 : 1'b0;
endmodule

===== config.mk =====
export PLATFORM = sky130hd
export DESIGN_NAME = UART
export DESIGN_NICKNAME = UART
export VERILOG_FILES = /design/flow/design.v
export SDC_FILE = /design/flow/constraint.sdc
export NUM_CORES = 4
export LEC_CHECK = 1
export CORE_UTILIZATION = 50

==> ci_impl_report.md <==
## PnR job results

| Metric | Value |
|---|---|
| Post-synth top area cell | `dfxtp_1` |
| Port bufs | `3` |
| Cell Type Count | `43` |
| Post-synth EDFFs | `4` |
| Root buf cell | `clkbuf_8` |
| Most popular library cell in the synthesized design by count | `dfxtp_1` |
| Relative slew margins | `47.6%` |
| Share of cells above drive strength 1 | `5.83%` |
| PostCTS Resize Cnt | `0` |
| Max FFs per register | `12` |
| Crit path kind | `flop to flop` |
| Final hold viol count | `0` |
| Vias in the first global route | `1409` |
| Share of total power in the clock network | `34.3%` |
| Gr usage total | `18.3%` |
| Chip Area, Yosys | `2160 µm²` |
| Worst-Margin Slew | `0.785 ns` |
| Number of register pins that no clock reaches | `8` |
| Pwr Density | `434 nW/µm²` |
| Routed WL per cell | `12.6 µm` |
| Sw power | `0.000236 W` |
| Routed Antenna Nets | `0` |
| Total Power | `0.000996 W` |
| Max Freq | `0.506 GHz` |
| Reg2reg start | `scount12[7]$_SDFF_PP0_` |
| Sw Ratio | `23.7%` |
| R2R Setup Slk | `1.32 ns` |
| Post-CTS Hold Buffers | `0` |
| Yosys Instances | `239` |
| Area grow syn2layout | `6.32%` |
| CTS H-tree depth | `2` |
| Comb power frac | `4.9%` |
| Post-CTS Setup Repair Bufs | `0` |
| Largest net degree at the start of global routing | `26` |
| Post-Syn Area | `2160 µm²` |
| Die W | `67.7 µm` |
| Share of flip-flops with an asynchronous set or reset | `0%` |
| Crit path time final | `1.98 ns` |
| Cell area leaders | `dfxtp_1 39%, a21oi_1 6.5%, edfxtp_1 5.6%, dlxtn_1 5.6%, nand3_1 5.3%` |
| Synthesis-stage register bit count | `54` |
| Core Region | `4090 µm²` |
| Endpoints left unconstrained | `8` |
| DRT Wirelength | `3.67 mm` |
| Worst Hold Class | `flop to flop` |
| Critical Path Sink Type | `flop` |
| Seq pwr share | `60.8%` |
| Most frequent cells after synthesis | `42 x dfxtp_1, 28 x a21oi_1, 23 x nand3_1` |
| Tool warning count | `27` |
| Deepest clock path buffer count | `2` |
| Congestion Overflow GR | `0` |
| Final RePlAce weighted congestion | `0.827` |
| FP Rows | `23` |
| Vias post-DR | `1571` |
| Status | `finished clean` |
| Dominant register cell | `dfxtp_1` |
| First-pass GRT wire length | `6.24 mm` |
| CTS tree | `built` |
| Die Y | `67.7 µm` |
| Worst VDD drop | `0.306 mV` |
| Via density | `5.42` |
| Ant diodes | `0` |
| Post-synth top area share | `38.9%` |
| Initial DRC Count | `141` |
| Worst-path clk slew | `0.09 ns` |
| Avg Cell Area, Syn | `9.04 µm²` |
| Layout fillers | `348` |
| Tcrit/Tclk final | `59.9%` |
| Hold Startpoint | `scount12[0]$_SDFF_PP0_` |
| DRC viols | `0` |
| Initial antenna violation count | `0` |
| Cells after Synth | `239` |
| Crit start category | `flop` |
| Ys Warns | `3` |
| Clk_skew | `0.00491 ns` |
| Max-cap violations | `0` |
| Setup TNS | `0 ns` |
| Critical Path AT | `2.20 ns` |
| Fin. max-slew vios | `0` |
| Die area | `4590 µm²` |
| IO Pins | `4` |
| Leakage | `0.817 nW` |
| Worst-path maximum fanout | `25` |
| CP Data Required Time | `3.52 ns` |
| RSZ-0062 raised after global routing | `no` |
| HPWL after detailed placement | `2.52 mm` |
| 1st-pass router iterations | `4` |
| Final setup violating endpoints | `0` |
| FP Core Util | `52.8%` |
| Internal power | `0.000760 W` |
| Late-Pin Clk Latency | `0.29 ns` |
| Worst Setup SP | `scount12[7]$_SDFF_PP0_` |
| Clock buffer count from CTS | `5` |
layer usage:
| layer | GRT usage [%] | vias up | routed length [µm] |
|---|---|---|---|
| li1 | - | 829 | - |
| met1 | 28.0 | 705 | 1880 |
| met2 | 28.0 | 35 | 1590 |
| met3 | 4.45 | 2 | 181 |
| met4 | 1.86 | 0 | 17 |
| met5 | 0 | - | 0 |
placed cells by master, fill, tap and decap left out, types with 2 or more instances in the layout:
| master | netlist | routed |
|---|---|---|
| clkbuf_8 | 0 | 5 |
| nor2_1 | 18 | 18 |
| conb_1 | 1 | 6 |
| clkdlybuf4s50_1 | 0 | 3 |
| inv_1 | 7 | 7 |
| nand2_1 | 8 | 8 |
| xor2_1 | 4 | 4 |
| o311ai_0 | 2 | 2 |
| dlxtn_1 | 8 | 8 |
| a31oi_1 | 4 | 4 |
| o21ai_0 | 21 | 21 |
| buf_4 | 0 | 2 |
| or3_1 | 3 | 3 |
| nor2b_1 | 12 | 12 |
| dfxtp_1 | 42 | 42 |
| edfxtp_1 | 4 | 4 |
| ha_1 | 5 | 5 |
| nand3_1 | 23 | 23 |
| xnor2_1 | 6 | 6 |
| a21oi_1 | 28 | 28 |
| nor3_1 | 4 | 4 |
power groups by stage:
| stage | registers (W) | clock network, W | logic, W |
|---|---|---|---|
| CTS | 0.000606 | 0.000356 | 0.0000488 |
| global route | 0.000610 | 0.000376 | 0.0000563 |
| finish | 0.000606 | 0.000342 | 0.0000484 |
critical path: stages (launching register included):
cell and delay [ns]:
dfxtp_1 0.33, nor4_4 0.30, nand4_2 0.12, buf_4 0.22
inv_1 0.60, nand3_1 0.16, a21oi_1 0.17
kinds of logic (layout without fill, tap and decap cells):
kind of cell,after synthesis,after routing,share of synthesized area (%)
muxes,2,2,1.56
xor gates and xnor gates,10,10,4.06
other,1,6,0.174
adders and majority gates,5,5,2.90
latches,8,8,5.56
and+or+nand+nor,79,79,19.8
DFF,46,46,44.5
AOI/OAI and AO/OA,64,64,16.3
buffers and inverters,24,20,5.10
worst paths after layout:
kind | to | cells after the start
setup / recovery | RX_module.data_out_reg[5]$_SDFFE_PP0P_ | 6
hold / removal | scount12[0]$_SDFF_PP0_ | 1
setup reg to reg | RX_module.data_out_reg[5]$_SDFFE_PP0P_ | 6
hold reg to reg | scount12[0]$_SDFF_PP0_ | 1
per-stage QoR:
stage               utilization, %  hold WS [ns]  worst slack, ns  std cells  cell area, µm²
floorplan                        -         0.426             1.85        244            2180
global placement              53.9         0.433             1.36        282            2200
detailed placement            53.9         0.454             1.29        282            2200
CTS                           56.2         0.474             1.31        290            2300
global route                  56.2         0.492             1.12        290            2300
finish                        56.2         0.471             1.32        290            2300
layout make-up:
type                            instances  area, µm²  area share (%)
Tap cell                               50       62.6            2.72
Multi-Input combinational cell        166        987            43.0
Clock inverter                          3       25.0            1.09
Inverter                                7       26.3            1.14
Timing Repair Buffer                    5       45.0            1.96
Sequential cell                        54       1080            47.1
Clock buffer                            5       68.8            3.00
Power and IR drop assume default switching activity.
