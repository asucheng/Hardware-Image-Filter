==> flow/design.v <==
`timescale 1ns / 1ps
module comparator(
    input  [7:0] input1,
    input  [7:0] input2,
    output [7:0] max,
    output [7:0] min
    );
    reg [7:0] max_reg; 
    reg [7:0] min_reg;
    always @(*) begin 
        if (input1 > input2) begin
            max_reg <= input1;
            min_reg <= input2;
        end else begin 
            max_reg <= input2;
            min_reg <= input1;
        end 
    end
    assign max = max_reg;
    assign min = min_reg;
endmodule
`timescale 1ns / 1ps
module median_filter(
    input       clk,
    input [7:0] i_data,
    input       en1,
    input       en2,
    output [7:0] o_med
    );
    wire [7:0] d1_d2_s2;
    register d1(
    .clk(clk),
    .en(en1),
    .d(i_data),
    .q(d1_d2_s2)
    );
    wire [7:0] d2_s1;
    register d2(
    .clk(clk),
    .en(en1),
    .d(d1_d2_s2),
    .q(d2_s1)
    );
    wire [7:0] s1_c0;
    wire [7:0] s2_c0;
    wire [7:0] s3_c1;
    wire [7:0] c0_c2;
    wire [7:0] c0_c1;
    wire [7:0] c1_c2;
    wire [7:0] c1_l1;
    wire [7:0] c2_h1;
    wire [7:0] c2_m1;
    register s1(
    .clk(clk),
    .en(en2),
    .d(d2_s1),
    .q(s1_c0)
    );
    register s2(
    .clk(clk),
    .en(en2),
    .d(d1_d2_s2),
    .q(s2_c0)
    );
    register s3(
    .clk(clk),
    .en(en2),
    .d(i_data),
    .q(s3_c1)
    );
    comparator c0(
    .input1(s1_c0),
    .input2(s2_c0),
    .max(c0_c2),
    .min(c0_c1)
    );
    comparator c1(
    .input1(s3_c1),
    .input2(c0_c1),
    .max(c1_c2),
    .min(c1_l1)
    );
    comparator c2(
    .input1(c0_c2),
    .input2(c1_c2),
    .max(c2_h1),
    .min(c2_m1)
    );
    wire [7:0] h1_h2_c3_c6;
    wire [7:0] m1_m2_c4_c7;
    wire [7:0] l1_l2_c5_c8;
    register h1(
    .clk(clk),
    .en(en2),
    .d(c2_h1),
    .q(h1_h2_c3_c6)
    );
    register m1(
    .clk(clk),
    .en(en2),
    .d(c2_m1),
    .q(m1_m2_c4_c7)
    );
    register l1(
    .clk(clk),
    .en(en2),
    .d(c1_l1),
    .q(l1_l2_c5_c8)
    );
    wire [7:0] h2_c3;
    wire [7:0] m2_c4;
    wire [7:0] l2_c5;
    wire [7:0] c3_h3;
    wire [7:0] c4_mh3;
    wire [7:0] c4_ml3;
    wire [7:0] c5_l3;
    register h2(
    .clk(clk),
    .en(en2),
    .d(h1_h2_c3_c6),
    .q(h2_c3)
    );
    register m2(
    .clk(clk),
    .en(en2),
    .d(m1_m2_c4_c7),
    .q(m2_c4)
    );
    register l2(
    .clk(clk),
    .en(en2),
    .d(l1_l2_c5_c8),
    .q(l2_c5)
    );
    comparator c3(
    .input1(h2_c3),
    .input2(h1_h2_c3_c6),
    .max(),
    .min(c3_h3)
    );
    comparator c4(
    .input1(m2_c4),
    .input2(m1_m2_c4_c7),
    .max(c4_mh3),
    .min(c4_ml3)
    );
    comparator c5(
    .input1(l2_c5),
    .input2(l1_l2_c5_c8),
    .max(c5_l3),
    .min()
    );
    wire [7:0] h3_c6;
    wire [7:0] mh3_c9;
    wire [7:0] ml3_c7;
    wire [7:0] l3_c8;
    wire [7:0] c6_h4;
    wire [7:0] c7_c9;
    wire [7:0] c8_l4;
    wire [7:0] c9_m4;
    register h3(
    .clk(clk),
    .en(en2),
    .d(c3_h3),
    .q(h3_c6)
    );
    register mh3(
    .clk(clk),
    .en(en2),
    .d(c4_mh3),
    .q(mh3_c9)
    );
    register ml3(
    .clk(clk),
    .en(en2),
    .d(c4_ml3),
    .q(ml3_c7)
    );
    register l3(
    .clk(clk),
    .en(en2),
    .d(c5_l3),
    .q(l3_c8)
    );
    comparator c6(
    .input1(h3_c6),
    .input2(h1_h2_c3_c6),
    .max(),
    .min(c6_h4)
    );
    comparator c7(
    .input1(ml3_c7),
    .input2(m1_m2_c4_c7),
    .max(c7_c9),
    .min()
    );
    comparator c8(
    .input1(l3_c8),
    .input2(l1_l2_c5_c8),
    .max(c8_l4),
    .min()
    );
    comparator c9(
    .input1(c7_c9),
    .input2(mh3_c9),
    .max(),
    .min(c9_m4)
    );
    wire [7:0] h4_c10;
    wire [7:0] m4_c10;
    wire [7:0] l4_c11;
    wire [7:0] c10_c12;
    wire [7:0] c10_c11;
    wire [7:0] c11_c12;
     register h4(
    .clk(clk),
    .en(en2),
    .d(c6_h4),
    .q(h4_c10)
    );
    register m4(
    .clk(clk),
    .en(en2),
    .d(c9_m4),
    .q(m4_c10)
    );
    register l4(
    .clk(clk),
    .en(en2),
    .d(c8_l4),
    .q(l4_c11)
    );
    comparator c10(
    .input1(h4_c10),
    .input2(m4_c10),
    .max(c10_c12),
    .min(c10_c11)
    );
    comparator c11(
    .input1(c10_c11),
    .input2(l4_c11),
    .max(c11_c12),
    .min()
    );
    comparator c12(
    .input1(c10_c12),
    .input2(c11_c12),
    .max(),
    .min(o_med)
    );
endmodule
`timescale 1ns / 1ps
module register(
    input clk,
    input en,
    input  [7:0] d,
    output [7:0] q
    );
    reg [7:0] out_q;
    always @(posedge clk) begin 
        if (en) 
            out_q <= d;
    end
    assign q = out_q;
endmodule
==> flow/run.sh <==
#!/bin/bash
# OpenROAD 26Q1-2900-gdf79404cd8, Yosys 0.63+post, stock flow scripts
make -C /OpenROAD-flow-scripts/flow DESIGN_CONFIG=/design/flow/config.mk WORK_HOME=/design/flow/orfs finish
==> flow/config.mk <==
export PLATFORM = sky130hd
export DESIGN_NAME = median_filter
export DESIGN_NICKNAME = median_filter
export VERILOG_FILES = /design/flow/design.v
export SDC_FILE = /design/flow/constraint.sdc
export NUM_CORES = 4
export LEC_CHECK = 1
export CORE_UTILIZATION = 30
==> flow/constraint.sdc <==
current_design median_filter

set clk_period 8.3
set clk_io_pct 0.2

create_clock -name clk0 -period $clk_period [get_ports {clk}]

set non_clock_inputs [all_inputs -no_clocks]
set_input_delay [expr $clk_period * $clk_io_pct] -clock clk0 $non_clock_inputs
set_output_delay [expr $clk_period * $clk_io_pct] -clock clk0 [all_outputs]
==> job_summary.md <==
## PnR job results

| Metric | Value |
|---|---|
| Share of cells above drive strength 1 | `0.148` |
| Hold Crit Start | `d2.out_q[1]` |
| Register area share after synthesis | `0.499` |
| Crit path DAT | `5.77 ns` |
| Synth Area in Simple Gates | `0.0794` |
| Slowest CP cell | `clkdlybuf4s50_1` |
| Vias post-DR | `5,466` |
| Yosys reg bits | `144` |
| Largest net degree at the start of global routing | `58` |
| Largest area contributor in the netlist | `edfxtp_1` |
| Hold Path Class | `reg2reg` |
| Remaining antenna violation count | `0` |
| Die area | `29,600 sq um` |
| CTS Buffer Depth | `2` |
| Clock power share | `0.199` |
| GRT Residual Overflow | `0` |
| Max-cap viol count | `0` |
| Worst Path Required | `6.64 ns` |
| Fin. Hold Viols | `0` |
| 1st-iter DRT viols | `287` |
| Peak supply drop | `0.000166 V` |
| Die Y | `172 microns` |
| H-tree levels | `4` |
| CP startpoint kind | `register` |
| RSZ-0062 raised after global routing | `false` |
| Synthesized area per cell | `11.6 sq um` |
| Critical path class | `reg2out` |
| Synth top area share | `0.499` |
| Io pins | `19` |
| Setup TNS | `0 ns` |
| Main area contributors | `edfxtp_1 (50%), ha_1 (15%), mux2_2 (9.0%)` |
| Final setup viols | `0` |
| Worst hold endpoint | `s1.out_q[1]` |
| Status | `completed` |
| Antenna violations before repair | `0` |
| Final Util | `0.353` |
| GR Util All Layers | `0.119` |
| CP Max Fanout | `17` |
| YS chip area | `8670 sq um` |
| Clk root buf | `clkbuf_16` |
| Post-DR vias/cell | `4.70` |
| Worst R2R Path Depth | `23` |
| OpenROAD warning count | `25` |
| Relative slew slack | `0.475` |
| Period minus WS final | `7.43 ns` |
| Non-filler instance count after layout | `1,164` |
| DRT Wirelength | `16.2 mm` |
| First-pass GRT wire length | `26.7 mm` |
| Placed insts | `1,132` |
| Crit-path max cell delay | `0.50 ns` |
| Hold Slack | `0.418 ns` |
| # rows | `61` |
| Antenna Cells | `0` |
| Worst-path clk slew | `0.06 ns` |
| Vias in the first global route | `5,313` |
| Yosys cell count | `746` |
| Post-Synth Adder-Cell Area | `0.149` |
| Int Power | `2.61 mW` |
| Comb pwr share | `0.512` |
| DRC viols | `0` |
| Drt first pass iters | `5` |
| # clock sinks | `144` |
| Reg2reg start | `s1.out_q[1]` |
| Register share of total power | `0.289` |
| Cells after Synth | `746` |
| Yosys warning count | `2` |
| Hpwl dp | `12.2 mm` |
| Synth cell types | `40` |
| Clk ins delay skew pair | `0.41 ns` |
| Critical Path End Type | `output port` |
| Slew @ Worst Pin | `0.786 ns` |
| Area Growth Syn to Fin | `14.4%` |
| Compound Share, Synth | `0.124` |
| Hold Crit Depth | `0` |
| Dominant kind of combinational cell | `adder cells` |
| Mapped cell area | `8670 sq um` |
| R2r endpoint | `h1.out_q[0]` |
| Fp_density | `0.309` |
| Final clock skew | `0.00665 ns` |
| Critical path's most frequent cell | `o21ai_0` |
| Worst reg2reg setup slack | `1.34 ns` |
| Sw power | `1.45 mW` |
| Placer Congestion | `0.885` |
| Leak | `4.07 nW` |
| Port-buffer cells | `18` |
| Sw Share | `0.357` |
| Fmax | `0.135 GHz` |
| Die width | `172 microns` |
| CTS buffer count | `17` |
| Cycle use final | `0.896` |
| Final slew viol count | `0` |
| Yosys xor share | `0` |
| Post-CTS sizing | `0` |
| CTS tree | `done` |
| CTS Hold Buffers Added | `0` |
| Synth mux share | `0.101` |
| Core ar. | `28,100 sq um` |
| DR WL/cell | `13.9 microns` |
| Power per cell area | `410 nW/um^2` |
| Postcts setup bufs | `0` |
| # fillers | `2,805` |
[stage by stage]
step                cell area, sq um  total power, mW  setup slack [ns]
finish                          9920             4.06             0.866
global route                    9920             4.44             0.180
CTS                             9920             4.11             0.808
detailed placement              9280             3.28              1.28
global placement                9280             3.27              1.26
floorplan                       8670             2.58              1.57
[synthesized netlist by cell type (all sizes together)]
cell / number
edfxtp: 144
ha: 103
inv: 89
o21ai: 79
mux2: 70
nand2: 48
a21oi: 35
nand3: 26
nor2: 19
a21o: 17
a221oi: 16
clkbuf: 10
nand2b: 10
nor3: 10
mux2i: 9
nor2b: 9
o21a: 9
and3: 8
a222oi: 7
buf: 6
nand4: 5
or2: 3
a211oi: 2
and2: 2
o2111ai: 2
a211o: 1
and3b: 1
nand3b: 1
o211ai: 1
o21bai: 1
o22ai: 1
o31a: 1
or3b: 1
[cell families after synthesis]
group	count (synthesis)
compound gates	172
fa+ha+maj	103
buf+inv	105
flops	144
mux	79
simple gates	143
[layer usage]
| metal | vias up | track usage | part of all wire |
|---|---|---|---|
| li1 | 2849 | - | - |
| met1 | 2492 | 0.188 | 0.52 |
| met2 | 110 | 0.177 | 0.43 |
| met3 | 15 | 0.0252 | 0.038 |
| met4 | 0 | 0.0219 | 0.017 |
| met5 | - | 0 | 0 |
[layout make-up]
cell class	instances	area (sq um)	share of cell area
Tap cell	378	473	0.0477
Clock inverter	15	209	0.0211
Multi-Input combinational cell	497	3930	0.396
Clock buffer	17	425	0.0429
Inverter	89	334	0.0337
Timing Repair Buffer	24	223	0.0225
Sequential cell	144	4320	0.436
[placed cells by master, fill, tap and decap left out, types with 2 or more instances in the layout]
cell and instances:
a211oi_1 2, o21a_1 9, and2_1 2, o21ai_0 67
a221oi_1 16, mux2_2 69, nand2_1 48, inv_6 3
a222oi_1 7, edfxtp_1 144, nor2_1 19, buf_4 7
nor2b_1 9, clkinv_4 4, nand2b_1 10, o2111ai_1 2
bufinv_16 4, o21ai_1 8, nand4_1 5, a21o_1 17
clkinvlp_4 3, and3_1 8, nand3_1 26, a21oi_1 34
nor3_1 10, o21ai_2 3, mux2i_1 9, or2_2 3
inv_1 89, ha_1 103, clkdlybuf4s50_1 17, clkbuf_16 17
[power groups by stage]
stage | clock (mW) | sequential (mW) | combinational [mW]
4_1_cts | 0.829 | 1.18 | 2.10
5_1_grt | 0.857 | 1.20 | 2.38
6_report | 0.809 | 1.17 | 2.08
[worst max-delay path by stage]
stage | from | to | slack (ns) | cells past startpoint
after CTS | m4.out_q[3] | o_med[2] | 0.81 | 26
after global routing | m4.out_q[3] | o_med[4] | 0.18 | 26
final | m4.out_q[3] | o_med[2] | 0.87 | 26
[critical path, delay by kind of cell, from the launching register on]
family,cells,cell delay (ns)
buf+inv,4,1.07
flops,1,0.38
mux,2,0.51
simple gates,4,0.47
compound gates,13,2.09
fa+ha+maj,3,0.83
Power figures rest on the tool's default switching activity, not on a simulated workload.
